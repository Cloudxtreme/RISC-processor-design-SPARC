==> flow/design.v <==
module  decoder_2x4(output reg[3:0] Y,input wire[1:0] s);
    always @(s)
    begin
        case (s)
            2'b00: Y = 4'h1;
            2'b01: Y = 4'h2;
            2'b10: Y = 4'h4;
            2'b11: Y = 4'h8;
        endcase
    end
endmodule
module  decoder_3x8(output reg[7:0] Y,input wire[2:0] s);
    always @(s)
    begin
        case (s)
            3'b000: Y <= 8'b00000001;
            3'b001: Y <= 8'b00000010;
            3'b010: Y <= 8'b00000100;
            3'b011: Y <= 8'b00001000;
            3'b100: Y <= 8'b00010000;
            3'b101: Y <= 8'b00100000;
            3'b110: Y <= 8'b01000000;
            3'b111: Y <= 8'b10000000;
        endcase
    end
endmodule
module  mux_2x1_32bit(output reg[31:0] Y,input wire[0:0] s, input wire[31:0] I1, I0);
    always @( s or I0 or I1)
    begin 
        case (s)
            1'b0: Y = I0;
            1'b1: Y = I1;
        endcase
    end
endmodule
module  mux_4x1_32bit(output reg[31:0] Y,input wire[1:0] s, input wire[31:0] I3, I2, I1, I0);
    always @( s or I3 or I2 or I0 or I1)
    begin 
        case (s)
            2'b00: Y = I0;
            2'b01: Y = I1;
            2'b10: Y = I2;
            2'b11: Y = I3;
        endcase
    end
endmodule
module  GlobalBlock (output reg [31:0] Aout, Bout, input [31:0] in, input BE,RE7,RE6,RE5,RE4,RE3,RE2,RE1,RE0, input [2:0] RA, RB, input Clk);
 wire gate7;
 wire gate6;
 wire gate5;
 wire gate4;
 wire gate3;
 wire gate2;
 wire gate1;
 wire gate0;
 wire [31:0] reg7Out;
 wire [31:0] reg6Out;
 wire [31:0] reg5Out;
 wire [31:0] reg4Out;
 wire [31:0] reg3Out;
 wire [31:0] reg2Out; 
 wire [31:0] reg1Out;
 wire [31:0] reg0Out;
 wire [31:0] muxA1Out;
 wire [31:0] muxB1Out;
 wire [31:0] muxA0Out;
 wire [31:0] muxB0Out;
    wire [31:0] A_out;
    wire [31:0] B_out; 
     nand(gate7, BE,RE7);
     register_32bit_le_aclr reg7(reg7Out,in,gate7,1,Clk);
     nand(gate6, BE,RE6);
     register_32bit_le_aclr reg6(reg6Out,in,gate6,1,Clk);
     nand(gate5, BE,RE5);
     register_32bit_le_aclr reg5(reg5Out,in,gate5,1,Clk);
     nand(gate4, BE,RE4);
     register_32bit_le_aclr reg4(reg4Out,in,gate4,1,Clk);
     nand(gate3, BE,RE3);
     register_32bit_le_aclr reg3(reg3Out,in,gate3,1,Clk);
     nand(gate2, BE,RE2);
     register_32bit_le_aclr reg2(reg2Out,in,gate2,1,Clk);
     nand(gate1, BE,RE1);
     register_32bit_le_aclr reg1(reg1Out,in,gate1,1,Clk);
     nand(gate0, BE,RE0);
     register_32bit_le_aclr reg0(reg0Out,in,gate0,0,Clk);
     mux_4x1_32bit mux_4x1_A1(muxA1Out,RA[1:0],reg7Out,reg6Out,reg5Out,reg4Out);
     mux_4x1_32bit mux_4x1_B1(muxB1Out,RB[1:0],reg7Out,reg6Out,reg5Out,reg4Out);
     mux_4x1_32bit mux_4x1_A0(muxA0Out,RA[1:0],reg3Out,reg2Out,reg1Out,reg0Out);
     mux_4x1_32bit mux_4x1_B0(muxB0Out,RB[1:0],reg3Out,reg2Out,reg1Out,reg0Out);
     mux_2x1_32bit mux_2x1_A(A_out[31:0], RA[2], muxA1Out, muxA0Out);
     mux_2x1_32bit mux_2x1_B(B_out[31:0], RB[2], muxB1Out, muxB0Out);   
     always @ (*)
      begin 
         Aout = A_out;
         Bout = B_out;
      end
endmodule
module register_block_32bit (output reg [31:0] Aout, Bout, input [31:0] in, input BE,RE7,RE6,RE5,RE4,RE3,RE2,RE1,RE0, input [2:0] RA, RB, input Clk);
 wire gate7;
 wire gate6;
 wire gate5;
 wire gate4;
 wire gate3;
 wire gate2;
 wire gate1;
 wire gate0;
 wire [31:0] reg7Out;
 wire [31:0] reg6Out;
 wire [31:0] reg5Out;
 wire [31:0] reg4Out;
 wire [31:0] reg3Out;
 wire [31:0] reg2Out; 
 wire [31:0] reg1Out;
 wire [31:0] reg0Out;
 wire [31:0] muxA1Out;
 wire [31:0] muxB1Out;
 wire [31:0] muxA0Out;
 wire [31:0] muxB0Out;
    wire [31:0] A_out;
    wire [31:0] B_out; 
     nand(gate7, BE,RE7);
     register_32bit_le_aclr reg7(reg7Out,in,gate7,1,Clk);
     nand(gate6, BE,RE6);
     register_32bit_le_aclr reg6(reg6Out,in,gate6,1,Clk);
     nand(gate5, BE,RE5);
     register_32bit_le_aclr reg5(reg5Out,in,gate5,1,Clk);
     nand(gate4, BE,RE4);
     register_32bit_le_aclr reg4(reg4Out,in,gate4,1,Clk);
     nand(gate3, BE,RE3);
     register_32bit_le_aclr reg3(reg3Out,in,gate3,1,Clk);
     nand(gate2, BE,RE2);
     register_32bit_le_aclr reg2(reg2Out,in,gate2,1,Clk);
     nand(gate1, BE,RE1);
     register_32bit_le_aclr reg1(reg1Out,in,gate1,1,Clk);
     nand(gate0, BE,RE0);
     register_32bit_le_aclr reg0(reg0Out,in,gate0,1,Clk);
     mux_4x1_32bit mux_4x1_A1(muxA1Out,RA[1:0],reg7Out,reg6Out,reg5Out,reg4Out);
     mux_4x1_32bit mux_4x1_B1(muxB1Out,RB[1:0],reg7Out,reg6Out,reg5Out,reg4Out);
     mux_4x1_32bit mux_4x1_A0(muxA0Out,RA[1:0],reg3Out,reg2Out,reg1Out,reg0Out);
     mux_4x1_32bit mux_4x1_B0(muxB0Out,RB[1:0],reg3Out,reg2Out,reg1Out,reg0Out);
     mux_2x1_32bit mux_2x1_A(A_out[31:0], RA[2], muxA1Out, muxA0Out);
     mux_2x1_32bit mux_2x1_B(B_out[31:0], RB[2], muxB1Out, muxB0Out);   
     always @ (*)
      begin 
         Aout = A_out;
         Bout = B_out;
      end
endmodule
module  RegisterFile(output reg [31:0] Aout, Bout, input [31:0] Rin, input [1:0] CWP, input [4:0] RA, RB, RC, input RFE, Clk);
    wire [0:0] RFE_signal;
    not(RFE_signal, RFE);
    wire [7:0] RE_Bus;
    decoder_3x8 decRE (RE_Bus, RC[2:0]);
    wire [3:0] BE_Bus;
    decoder_2x4 decBE (BE_Bus, RC[4:3]);
    wire [3:0] WE_Bus;
    decoder_2x4 decWE (WE_Bus, CWP[1:0]);
    wire [0:0] globalBlockEN;
    and(globalBlockEN, RFE_signal,BE_Bus[0]); 
    wire [31:0] globalOut_A, globalOut_B;
    GlobalBlock global (globalOut_A, globalOut_B, Rin, globalBlockEN, RE_Bus[7], RE_Bus[6], RE_Bus[5], RE_Bus[4], RE_Bus[3], RE_Bus[2], RE_Bus[1], RE_Bus[0], RA[2:0], RB[2:0], Clk);
    wire [31:0] regWin3_AxOut, regWin3_BxOut, regWin3_AOut, regWin3_BOut;
    wire [31:0] regWin2_AxOut, regWin2_BxOut, regWin2_AOut, regWin2_BOut;
    wire [31:0] regWin1_AxOut, regWin1_BxOut, regWin1_AOut, regWin1_BOut;
    wire [31:0] regWin0_AxOut, regWin0_BxOut, regWin0_AOut, regWin0_BOut;
    RegisterWindow regWin3(regWin3_AxOut, regWin3_BxOut, regWin3_AOut, regWin3_BOut, regWin2_AxOut, regWin2_BxOut, Rin, WE_Bus[0], RA, RB, WE_Bus[3], BE_Bus[3], BE_Bus[2], BE_Bus[1], RE_Bus, globalOut_A, globalOut_B, Clk, RFE_signal);
    RegisterWindow regWin2(regWin2_AxOut, regWin2_BxOut, regWin2_AOut, regWin2_BOut, regWin1_AxOut, regWin1_BxOut, Rin, WE_Bus[3], RA, RB, WE_Bus[2], BE_Bus[3], BE_Bus[2], BE_Bus[1], RE_Bus, globalOut_A, globalOut_B, Clk, RFE_signal);
    RegisterWindow regWin1(regWin1_AxOut, regWin1_BxOut, regWin1_AOut, regWin1_BOut, regWin0_AxOut, regWin0_BxOut, Rin, WE_Bus[2], RA, RB, WE_Bus[1], BE_Bus[3], BE_Bus[2], BE_Bus[1], RE_Bus, globalOut_A, globalOut_B, Clk, RFE_signal);
    RegisterWindow regWin0(regWin0_AxOut, regWin0_BxOut, regWin0_AOut, regWin0_BOut, regWin3_AxOut, regWin3_BxOut, Rin, WE_Bus[1], RA, RB, WE_Bus[0], BE_Bus[3], BE_Bus[2], BE_Bus[1], RE_Bus, globalOut_A, globalOut_B, Clk, RFE_signal);
    wire [31:0] Aout_final, Bout_final;
    mux_4x1_32bit mux1 (Aout_final, CWP, regWin3_AOut, regWin2_AOut, regWin1_AOut, regWin0_AOut);
    mux_4x1_32bit mux0 (Bout_final, CWP, regWin3_BOut, regWin2_BOut, regWin1_BOut, regWin0_BOut);
    always @ (*)
        begin
            Aout = Aout_final;
            Bout = Bout_final;
        end 
endmodule
module  RegisterWindow(output reg [31:0] AxOut, BxOut, Aout, Bout, input [31:0] AxIn, BxIn, in, input WEx, input [4:0] RA, RB, input WE, BE3, BE2, BE1, input [7:0] RE, input [31:0] GA, GB, input Clk, RFE); 
  wire block3AndLevel1;
  and(block3AndLevel1, BE3, WE, RFE);
  wire block3And2Level1;
  and(block3And2Level1, BE1, WEx, RFE);
  wire block3EN;
  or(block3EN,block3AndLevel1,block3And2Level1);
  wire [31:0] Aout_temp_block3;
  wire [31:0] Bout_temp_block3; 
  register_block_32bit block3(Aout_temp_block3, Bout_temp_block3, in, block3EN, RE[7], RE[6], RE[5], RE[4], RE[3], RE[2], RE[1], RE[0], RA[2:0], RB[2:0], Clk);
  wire block2EN;
  and(block2EN, BE2, WE, RFE);
  wire [31:0] Aout_temp_block2;
  wire [31:0] Bout_temp_block2; 
  register_block_32bit block2(Aout_temp_block2, Bout_temp_block2, in, block2EN, RE[7], RE[6], RE[5], RE[4], RE[3], RE[2], RE[1], RE[0], RA[2:0], RB[2:0], Clk);
  wire [31:0] AOutFinal;
  wire [31:0] BOutFinal;
  mux_4x1_32bit muxA(AOutFinal, RA[4:3], Aout_temp_block3, Aout_temp_block2, AxIn,GA);
  mux_4x1_32bit muxB(BOutFinal, RB[4:3], Bout_temp_block3, Bout_temp_block2, BxIn,GB);
  always @ (*) 
   begin
    AxOut = Aout_temp_block3;
    BxOut = Bout_temp_block3;
    Aout = AOutFinal;
    Bout = BOutFinal;
   end
endmodule
module register_32bit_le_aclr(output reg[31:0] Y, input wire[31:0] I0, input wire[0:0] loadE, Clr, Clk);
always @(negedge Clr, posedge Clk)
 begin
    if(!Clr) Y <= 32'h00000000;
    else if(!loadE && Clk==1) Y <= I0;
 end
endmodule
==> flow/run.sh <==
#!/bin/bash
# OpenROAD 26Q1-2900-gdf79404cd8, Yosys 0.63+post, stock flow scripts
make -C /OpenROAD-flow-scripts/flow DESIGN_CONFIG=/design/flow/config.mk WORK_HOME=/design/flow/orfs finish
==> flow/config.mk <==
export PLATFORM = sky130hd
export DESIGN_NAME = RegisterFile
export DESIGN_NICKNAME = RegisterFile
export VERILOG_FILES = /design/flow/design.v
export SDC_FILE = /design/flow/constraint.sdc
export NUM_CORES = 4
export LEC_CHECK = 1
export CORE_UTILIZATION = 40
==> flow/constraint.sdc <==
current_design RegisterFile

set clk_period 36.8
set clk_io_pct 0.2

create_clock -name clk0 -period $clk_period [get_ports {Clk}]

set non_clock_inputs [all_inputs -no_clocks]
set_input_delay [expr $clk_period * $clk_io_pct] -clock clk0 $non_clock_inputs
set_output_delay [expr $clk_period * $clk_io_pct] -clock clk0 [all_outputs]
==> PnR_summary.wiki <==
=== Physical design figures ===
{| class="wikitable"
! Metric !! Value
|-
| Result of the run || did not finish
|-
| Stopping stage || global routing (5_1_grt)
|-
| Error || [ERROR GRT-0232] Routing congestion too high. Check the congestion heatmap in the GUI.
|-
| Adder and majority cell fraction of the synthesized area || 0%
|-
| Flip-flops with a built-in enable || 2272
|-
| HPWL after detailed placement || 256000 microns
|-
| Number of instances resized during post-cts repair || 0
|-
| Maximum number of pins on one net before global-route repair || 98
|-
| Core utilization before placement || 40.3%
|-
| Number of cell rows || 192
|-
| Cells in synth_stat.txt || 6683
|-
| Vertical die size || 528 microns
|-
| Top cells by area, synth || edfxtp_1, mux4_2, mux2i_1
|-
| Top post-synthesis cells by count || edfxtp_1, mux4_2, nand2_1, mux2i_1, nor2_1
|-
| Library cell with the largest summed area after synthesis || edfxtp_1
|-
| Total of hold buffers inserted after clock tree synthesis || 0
|-
| Dominant non-sequential cell family after synthesis || multiplexers
|-
| FF+latch count, synth || 2272
|-
| Number of standard cells after synthesis || 6683
|-
| Mean post-synth cell area || 16.6 sq um
|-
| Most frequently used cell type in the post-synthesis netlist || edfxtp_1
|-
| Number of I/O pins || 115
|-
| Post-Place Setup Slack || 16.47 ns
|-
| Cell Area, Synth || 0.111 sq mm
|-
| Sequential fraction of the synthesis area || 61.6%
|-
| Leading register cell type out of synthesis || edfxtp_1
|-
| Yosys Chip Area || 0.111 sq mm
|-
| Async set-or-reset flop fraction in the synthesized netlist || 0%
|-
| Post-Synth Simple-Gate Area || 3.81%
|-
| Fraction of synthesized cell area taken by the top area cell type || 61.6%
|-
| IO buf count || 114
|-
| Yosys warning count || 25
|-
| Post-CTS setup repair buffer count || 0
|-
| Horiz. Die Dim || 528 microns
|-
| Routability congestion estimate || 0.973
|-
| Post-synthesis cell type count || 85
|-
| Mux area share || 23.1%
|-
| Xor/xnor share || 0.00791%
|-
| Post-synthesis share of cell area spent on and-or and or-and gates || 8.48%
|}
[cells by family after synthesis]
group	Yosys count
flip-flops	2272
multiplexers	1477
buffers and inverters	611
XOR/XNOR	1
AND/OR/NAND/NOR	964
AND-OR/OR-AND	1358
[metrics by stage]
step                instance area, sq um  instances
detailed placement                115000      10200
global placement                  115000      10200
CTS                               136000      11200
floorplan                         111000       6683
