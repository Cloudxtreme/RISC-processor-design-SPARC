**flow/config.mk**
```make
export PLATFORM = sky130hd
export DESIGN_NAME = branch_Aux
export DESIGN_NICKNAME = branch_Aux
export VERILOG_FILES = /design/flow/design.v
export SDC_FILE = /design/flow/constraint.sdc
export NUM_CORES = 4
export LEC_CHECK = 1
export CORE_AREA = 10 10 108 108
export DIE_AREA = 0 0 118 118
```
**flow/constraint.sdc**
```tcl
current_design branch_Aux

set clk_period 10.2
set clk_io_pct 0.2

create_clock -name clk0 -period $clk_period [get_ports {BAUX}]

set non_clock_inputs [all_inputs -no_clocks]
set_input_delay [expr $clk_period * $clk_io_pct] -clock clk0 $non_clock_inputs
set_output_delay [expr $clk_period * $clk_io_pct] -clock clk0 [all_outputs]
```
**flow/design.v**
```verilog
module  branch_Aux(output reg [31:0] out, input [31:0] in_pc, input [29:0] in_disp, input [0:0] BAUX, dispSel);
    reg [31:0] buff_true;
    reg [31:0] buffOut;
    reg [31:0] buff_false;
    reg [31:0] buff_sigEx;
always @( posedge BAUX)
 begin
    if(dispSel)
     begin  
         buff_sigEx = in_disp;
         buff_sigEx = {{2{buff_sigEx[29]}},{buff_sigEx[29:0]}};
         buff_true = buff_sigEx;
         buff_true = in_disp * 4;
         out = buff_true + in_pc;
     end  
    else  
     begin
         buff_sigEx = in_disp;  
         buff_sigEx = {{8{buff_sigEx[21]}},{buff_sigEx[21:0]}};
         buff_false = buff_sigEx;
        buffOut = buff_false * 4; 
        out = buffOut + in_pc;
    end
 end
endmodule
```
**flow/run.sh**
```bash
#!/bin/bash
# OpenROAD 26Q1-2900-gdf79404cd8, Yosys 0.63+post, stock flow scripts
make -C /OpenROAD-flow-scripts/flow DESIGN_CONFIG=/design/flow/config.mk WORK_HOME=/design/flow/orfs finish
```
==> impl_metrics.toml <==
# synthesis and place-and-route metrics
[run_status]
status = "finished, final reports clean"

[worst_setup_path]
critPathBufInv = 2
critPathRequiredTime_ns = 10.33
path_delay_family = "AND-OR/OR-AND gates"
critPathSlowestCell = "clkdlybuf4s50_1"
cp_cell_sequence = "clkdlybuf4s50_1, ha_1, inv_1, fa_1, nor2b_4, o211ai_2, a31oi_1, a311oi_2, nor3_2, a41oi_1, xnor2_1"
path_max_fanout = 3
slowest_delay_ns = 0.46
worstSetupPathType = "primary input to flip-flop"
cp-end-kind = "flip-flop"
start_kind = "primary input"
worstPathArrival_ns = 4.62

[floorplan]
coreArea_um2 = 9280
die_area_um2 = 13900
io_pins = 96
fp_util_pct = 25.3
die_w_um = 118
num_rows = 35
die_y_um = 118

[global_route]
grt-ovfl-total = 0
grt_pass1_wl_mm = 11.8
grt_pass1_vias = 2321
antenna_found_initial = 0
grt_start_max_net_pins = 11
grt-busiest-layer = "met2"
use_met1_pct = 13.8
gr-usage-met2_pct = 16.8
track_usage_pct = 10.1
grt_use_met3_pct = 1.99

[final_timing]
max_freq_ghz = 0.223
hold_ws_ns = 2.24
min_period_ns = 4.49
fin_tns_setup_ns = 0
drv_slew = 0
finalHoldViolations = 0
rsz0062_at_grt = "false"
max_slew_margin_pct = 70.9
setup_viol = 0
period_used_pct = 44.0
worstMarginPinSlew_ns = 0.434

[cts]
cts_hold_buf = 0
post_cts_resized = 0
postCtsSetupRepairBufs = 0
cts_buffer_depth = 2
h-tree-depth = 2
tritoncts = "built"
cts_root_buffer = "clkbuf_8"
cts.sinks = 32
numCtsBuffers = 5
clk_pin_slew_ns = 0.05

[drt]
drt_iter0_markers = 121
via_per_inst = 4.59
first_pass_iters = 4
diodes = 0
wl_mm = 7.35
vias = 2329
drc = 0
wire_per_inst_um = 14.5
antenna_left = 0

[flow_run]
cap_violations = 0
tool_warnings = 56

[placement]
dp_hpwl_mm = 6.14
numPortBuffers = 95
dpl.cell_count = 499
gp_congestion = 0.868

[synthesis]
ys.flops = 32
async_flop_share_pct = 0
yosys_warnings = 1
seq_area_frac_synth_pct = 27.2
ys_types = 44
ys_cells = 285
syn_avg_cell_area_um2 = 8.25
ff_type = "dfxtp_1"
ys_area_um2 = 2350
synth-edff-count = 0
synthCells = 285
synth_area_um2 = 2350

[layout]
fill_cells = 954
largest_reg_flops = 32
areaGrowthSynthToFinish_pct = 50.5
drive_gt1_share_pct = 4.50
instances_no_fill = 507

[power_and_ir_drop]
p_per_area_nw_per_um2 = 132
ir_drop_v = 0.0000488
leakagePower_uw = 0.00145

[worst_hold_path]
hold_class = "primary input to flip-flop"
worstHoldEndpoint = "out[1]$_DFF_P_"
min-delay-start = "in_pc[1]"
holdPathStages = 1
cell type report:
| type | instances | area [um^2] | share of cell area (%) |
|---|---|---|---|
| Clock buffer | 7 | 96.3 | 2.72 |
| Sequential cell | 32 | 641 | 18.1 |
| Multi-Input combinational cell | 234 | 1630 | 46.0 |
| Clock inverter | 1 | 30.0 | 0.848 |
| Inverter | 9 | 33.8 | 0.954 |
| Timing Repair Buffer | 95 | 951 | 26.9 |
| Tap cell | 129 | 161 | 4.56 |
cells in the mapped netlist (4+ instances only):
master / count / share of area [%]
o21a_1: 7 / 2.2
xnor2_1: 20 / 7.4
a21oi_1: 27 / 5.7
nor2_1: 19 / 3.0
nand2b_1: 4 / 1.1
inv_1: 9 / 1.4
nand3_1: 5 / 1.1
a21boi_0: 4 / 1.3
o21ai_0: 18 / 3.8
a21o_1: 9 / 2.9
ha_1: 29 / 15
clkbuf_1: 4 / 0.64
nand4_1: 6 / 1.6
xor2_1: 6 / 2.2
nand2_1: 39 / 6.2
dfxtp_1: 32 / 27
buf_2: 4 / 0.85
how the worst max path moves through the flow:
stage / startpoint / endpoint / depth (start not counted)
4_1_cts: dispSel[0] / out[28]$_DFF_P_ / 11
5_1_grt: dispSel[0] / out[28]$_DFF_P_ / 11
6_report: in_pc[2] / out[30]$_DFF_P_ / 11
kinds of logic after synthesis:
logic type               count (synthesis)  share of synthesized area [%]
AND-OR/OR-AND                           90                           25.5
AND/OR/NAND/NOR                         87                           17.3
flip-flops                              32                           27.2
adder cells (fa/ha/maj)                 30                           16.3
XOR/XNOR                                26                           9.68
buffers and inverters                   19                           3.56
multiplexers                             1                          0.479
stage by stage:
stage               util, %  power (uW)  area (um^2)  setup WS, ns
detailed placement     36.8         357         3410          5.48
global route           38.1         526         3540          5.50
finish                 38.1         468         3540          5.71
global placement       36.8         360         3410          5.52
floorplan                 -         251         2350          6.03
CTS                    38.1         499         3540          5.79
where the power goes:
| part | internal [uW] | switching [uW] |
|---|---|---|
| sequential | 154 | 7.67 |
| combinational | 115 | 76.3 |
| clock | 85.5 | 29.3 |
cell usage in the layout, fill, tap and decap left out, types with 7 or more instances in the layout:
master and count:
clkdlybuf4s50_1 95, clkbuf_8 7, o21a_1 7, ha_1 29, nand2_1 39, a21o_1 9
dfxtp_1 32, a21oi_1 27, nor2_1 19, inv_1 9, xnor2_1 20, o21ai_0 18
per-layer routing:
metal  vias up  wire, um  part of all wire [%]
met4         0        49                  0.67
met1      1055      3470                    47
met5         -         0                     0
met3         2       336                   4.6
met2        64      3490                    48
li1       1208         -                     -
No activity file was given, so power comes from the tool's default toggle rates.
