**design/flow/design.v**
```verilog
module  nPC_ADD(output reg [31:0] out, input [31:0] pc, input [0:0] Sel, nPC_ADD);
always @(posedge nPC_ADD)
 begin
    if(Sel)
     begin
     out = pc + 8;
     end
    else
     begin
     out = pc + 4; 
     end
 end
endmodule
```
**design/flow/run.sh**
```bash
#!/bin/bash
# OpenROAD 26Q1-2900-gdf79404cd8, Yosys 0.63+post, stock flow scripts
make -C /OpenROAD-flow-scripts/flow DESIGN_CONFIG=/design/flow/config.mk WORK_HOME=/design/flow/orfs finish
```
**design/flow/config.mk**
```make
export PLATFORM = sky130hd
export DESIGN_NAME = nPC_ADD
export DESIGN_NICKNAME = nPC_ADD
export VERILOG_FILES = /design/flow/design.v
export SDC_FILE = /design/flow/constraint.sdc
export NUM_CORES = 4
export LEC_CHECK = 1
export CORE_AREA = 10 10 114 114
export DIE_AREA = 0 0 124 124
```
**design/flow/constraint.sdc**
```tcl
current_design nPC_ADD

set clk_period 4.3
set clk_io_pct 0.2

create_clock -name clk0 -period $clk_period [get_ports {nPC_ADD}]

set non_clock_inputs [all_inputs -no_clocks]
set_input_delay [expr $clk_period * $clk_io_pct] -clock clk0 $non_clock_inputs
set_output_delay [expr $clk_period * $clk_io_pct] -clock clk0 [all_outputs]
```
==> CHANGELOG.md <==
### Physical design

- Type of the worst setup path: in2reg
- Cell Pwr Density: 319 mW/mm^2
- Distinct cell type count after synthesis: 19
- Summed standard-cell area reported by yosys: around 0.0012 sq mm
- Cell total in the yosys stat output: 118
- Ports placed on the boundary: 66
- Top cells by count: 32 x sky130_fd_sc_hd__dfxtp_1, 23 x sky130_fd_sc_hd__xnor2_1, 13 x sky130_fd_sc_hd__nand3_1
- Sequential fraction of the synthesis area: 51.7%
- Share of synthesized registers carrying an async set or reset: 0%
- Number of cells upsized or downsized after cts: 0
- DR pass1 iterations: 4
- Number of endpoints with negative hold slack in the final report: 0
- Total via count in the routed design: 1052
- Library cell with the highest instance count after synthesis: sky130_fd_sc_hd__dfxtp_1
- 1st-iter DRT viols: around 60
- Area used by sequential logic in the layout: ~640 sq um
- Total length of routed wires: roughly 4000 um
- Worst slack, placed: 1.35 ns
- Area of the core: ~0.010 sq mm
- Final count of negative-setup-slack endpoints: 0
- Highest clock frequency the design can meet: roughly 380 MHz
- Global-route wire length before repair: ~5900 um
- Post-CTS repair timing setup buffer count: 0
- Antenna violation net count after detailed routing: 0
- Chip area: 0.0154 sq mm
- Number of antenna cells inserted: 0
- Total of fill cells in the finished design: ~1100
- Post-detailed-placement cell area: 0.00205 sq mm
- GRT Util Overall: under 10%
- Number of global-route vias before repair: approximately 1100
- Number of OpenROAD warnings: around 60
- GRT overflow: 0
- Share of the clock period used by the worst path after layout: 62.0%
- Max-cap viol count: 0
- Average instance area after synthesis: approximately 11 sq um
- Setup TNS: 0 ns
- Share of cells above drive strength 1: about 6.3%
- Clock tree from TritonCTS: done
- CTS root buffer: sky130_fd_sc_hd__clkbuf_8
- Reg clk slew, reported paths: about 0.050 ns
- Signed area change from the synthesized netlist to the final layout: 75.8%
- Port Buf Inserts: approximately 65
- Synthesis Warnings: 1
- CTS buffer count: 5
- Top cells by area: sky130_fd_sc_hd__dfxtp_1 52%, sky130_fd_sc_hd__xnor2_1 16%, sky130_fd_sc_hd__nand3_1 5.2%
- Setup slack of the critical path after layout: 1.63 ns
- CTS H-tree depth: 2
- Post-synthesis instance total: between 100 and 150
- CP endpoint kind: register
- Tmin final: between 2 and 3 ns
- Required time of the worst setup path: 4.43 ns
- Leading register cell type out of synthesis: sky130_fd_sc_hd__dfxtp_1
- RSZ-0062 raised after global routing: false
- Number of enable-type register cells in the synthesized netlist: 0
- Dpl hpwl: roughly 3200 um
- Number of hold buffers added after cts: 0
- Largest driver fanout on the critical path: 10
- Type of the most critical hold path: in2reg
- Largest register FFs: 32
- Vias per std cell: approximately 3.2
- Num Clock Sinks: 32
- Antenna violations before repair: 0
- Register bit total from synthesis: 32
- Yosys top cell by area: sky130_fd_sc_hd__dfxtp_1
- Residual DRC: 0
- Fraction of the core area occupied by cells at floorplan: a little under an eighth
- Top-area cell share: between 50% and 60%
- Netlist area before placement: around 0.0012 sq mm
- Startpoint kind of the worst setup timing path: input pin
- Floorplan die height: between 100 and 150 um
- Post-layout instance area: approximately 0.0022 sq mm
- Run status: complete, no violations
- Slew margin rel.: 53.7%
- Multi-input gate area: a little under 600 sq um
- DIE WIDTH: between 100 and 150 um
- Worst vdd ir: between 0.0001 and 0.00015 V
- Floorplan row count: 37
- Average routed wire per standard cell: ~12 um
- P_leak: 0.000781 uW
- Slew of the pin with the lowest slew margin: about 0.69 ns
- Arr. time, crit path: between 2 and 3 ns
- Routability congestion estimate: around 0.79
- Maximum number of pins on one net before global-route repair: 13
- Final slew viol count: 0
- Max Root-Sink Buffers: 2
-- power breakdown --
group,leakage (uW),internal (uW),total [uW],switching [uW]
sequential,0.000270,316,321,5.02
clock,0.0000645,203,272,69.4
combinational,0.000446,70.3,101,30.7
total,0.000781,589,694,105
-- layer usage --
layer	GRT usage [%]	vias to the layer above	part of all wire [%]
met5	0	-	0
met4	0.935	0	1.4
met3	1.74	2	11
met2	8.38	39	47
met1	5.99	461	41
li1	-	550	-
-- placed cells by master (no fill, tap or decap), types with 2 or more instances in the layout --
cell type	instances
sky130_fd_sc_hd__ha_1	2
sky130_fd_sc_hd__clkbuf_8	7
sky130_fd_sc_hd__nand2_1	9
sky130_fd_sc_hd__nand3_1	13
sky130_fd_sc_hd__nand4_1	9
sky130_fd_sc_hd__xor2_1	6
sky130_fd_sc_hd__dfxtp_1	32
sky130_fd_sc_hd__nor2_1	6
sky130_fd_sc_hd__o21ai_0	2
sky130_fd_sc_hd__nor3_1	4
sky130_fd_sc_hd__and3_1	4
sky130_fd_sc_hd__clkdlybuf4s50_1	65
sky130_fd_sc_hd__xnor2_1	23
-- worst paths after layout --
check              from      end  slack (ns)  depth (start not counted)
setup / recovery  pc[2]  out[22]        1.63                          6
hold / removal    pc[0]   out[0]        1.07                          1
-- final cells by class --
| type | count | share of cell area [%] |
|---|---|---|
| multi-input combinational | 83 | 26.6 |
| timing repair buffer | 66 | 30.2 |
| inverter | 1 | 0.172 |
| tap | 136 | 7.81 |
| clock inverter | 1 | 1.38 |
| clock buffer | 7 | 4.42 |
| sequential | 32 | 29.4 |
-- cell families after synthesis --
group                    share of synthesized area, %
XOR/XNOR                                         20.5
AND-OR/OR-AND                                    2.02
flip-flops                                       51.7
adder cells (fa/ha/maj)                          2.02
AND/OR/NAND/NOR                                  20.4
buffers and inverters                            1.51
multiplexers                                     1.92
-- worst max-delay path, stage by stage --
cell,delay (ns)
sky130_fd_sc_hd__clkdlybuf4s50_1,0.55
sky130_fd_sc_hd__ha_1,0.22
sky130_fd_sc_hd__mux2i_2,0.13
sky130_fd_sc_hd__nor4_4,0.68
sky130_fd_sc_hd__nand4_1,0.19
sky130_fd_sc_hd__xnor2_1,0.16
-- stage by stage --
stage | power, uW | hold slack, ns | std cells | util, %
after floorplan | 346 | 0.888 | 118 | -
after global placement | 430 | 1.32 | 318 | 19.7
after detailed placement | 430 | 1.33 | 318 | 19.7
after CTS | 760 | 1.03 | 326 | 20.9
after global routing | 781 | 1.04 | 326 | 20.9
final | 694 | 1.07 | 326 | 20.9
Power is estimated from default activity; no workload was simulated.
